`/design/flow/design.v`:
```
`timescale 1ns / 1ps
module d_ff (
  input  wire   RST,
  input  wire   CLK,
  input  wire   D,
  output  reg   Q
);
  always @(posedge CLK or posedge RST)
    if (RST)   Q <= 1'b0;
    else       Q <= D;
endmodule
`timescale 1ns / 1ps
module mux_2x1 (
  input  wire   [1:0] I,
  input  wire         S,
  output  reg         Y
);
  wire         nS;
  wire   [1:0] na_1;
  assign nS = ~S;
  assign na_1[1] = ~(I[1] &  S);
  assign na_1[0] = ~(I[0] & nS);
  assign Y = ~(na_1[0] & na_1[1]);
endmodule
`timescale 1ns / 1ps
module mux_4x1 (
  input  wire   [3:0] I,
  input  wire   [1:0] S,
  output  reg         Y
);
  wire   [3:0] nS;
  wire   [3:0] na_1;
  assign nS[0] = ~S[0];
  assign nS[1] = ~S[1];
  assign na_1[3] = ~(I[3] &  S[1] &  S[0]);
  assign na_1[2] = ~(I[2] &  S[1] & nS[0]);
  assign na_1[1] = ~(I[1] & nS[1] &  S[0]);
  assign na_1[0] = ~(I[0] & nS[1] & nS[0]);
  assign Y = ~(na_1[0] & na_1[1] & na_1[2] & na_1[3]);
endmodule
`timescale 1ns / 1ps
module rejestr_przesuwajacy (
  input  wire         RST,
  input  wire         CLK,
  input  wire         S0,
  input  wire         S1,
  input   reg   [3:0] I,
  output  reg   [3:0] Q
);
  wire   [3:0] i_mux_4x1_3;  
  wire   [3:0] i_mux_4x1_2;  
  wire   [3:0] i_mux_4x1_1;  
  wire   [3:0] i_mux_4x1_0;  
  wire         o_mux_4x1_3, o_mux_4x1_2, o_mux_4x1_1, o_mux_4x1_0;  
  wire   [1:0] i_mux_2x1_3;  
  wire   [1:0] i_mux_2x1_2;  
  wire   [1:0] i_mux_2x1_1;  
  wire   [1:0] i_mux_2x1_0;  
  wire         o_mux_2x1_3, o_mux_2x1_2, o_mux_2x1_1, o_mux_2x1_0;  
  wire         i_d_ff_3, i_d_ff_2, i_d_ff_1, i_d_ff_0;  
  wire         o_d_ff_3, o_d_ff_2, o_d_ff_1, o_d_ff_0;  
  assign i_mux_4x1_3 = { I[3],   o_d_ff_2,       1'b0,   o_d_ff_3 };
  assign i_mux_4x1_2 = { I[2],   o_d_ff_1,   o_d_ff_3,   o_d_ff_2 };
  assign i_mux_4x1_1 = { I[1],   o_d_ff_0,   o_d_ff_2,   o_d_ff_1 };
  assign i_mux_4x1_0 = { I[0],       1'b0,   o_d_ff_1,   o_d_ff_0 };
  mux_4x1 mux_4x1_3 (.I(i_mux_4x1_3), .S({S1, S0}), .Y(o_mux_4x1_3));
  mux_4x1 mux_4x1_2 (.I(i_mux_4x1_2), .S({S1, S0}), .Y(o_mux_4x1_2));
  mux_4x1 mux_4x1_1 (.I(i_mux_4x1_1), .S({S1, S0}), .Y(o_mux_4x1_1));
  mux_4x1 mux_4x1_0 (.I(i_mux_4x1_0), .S({S1, S0}), .Y(o_mux_4x1_0));
  assign i_mux_2x1_3 = { 1'b0,   o_mux_4x1_3 };
  assign i_mux_2x1_2 = { 1'b0,   o_mux_4x1_2 };
  assign i_mux_2x1_1 = { 1'b0,   o_mux_4x1_1 };
  assign i_mux_2x1_0 = { 1'b0,   o_mux_4x1_0 };
  mux_2x1 mux_2x1_3 (.I(i_mux_2x1_3), .S(RST), .Y(o_mux_2x1_3));
  mux_2x1 mux_2x1_2 (.I(i_mux_2x1_2), .S(RST), .Y(o_mux_2x1_2));
  mux_2x1 mux_2x1_1 (.I(i_mux_2x1_1), .S(RST), .Y(o_mux_2x1_1));
  mux_2x1 mux_2x1_0 (.I(i_mux_2x1_0), .S(RST), .Y(o_mux_2x1_0));
  assign i_d_ff_3 = o_mux_2x1_3;
  assign i_d_ff_2 = o_mux_2x1_2;
  assign i_d_ff_1 = o_mux_2x1_1;
  assign i_d_ff_0 = o_mux_2x1_0;
  d_ff d_ff_3 (.RST(1'b0), .CLK(CLK), .D(i_d_ff_3), .Q(o_d_ff_3));
  d_ff d_ff_2 (.RST(1'b0), .CLK(CLK), .D(i_d_ff_2), .Q(o_d_ff_2));
  d_ff d_ff_1 (.RST(1'b0), .CLK(CLK), .D(i_d_ff_1), .Q(o_d_ff_1));
  d_ff d_ff_0 (.RST(1'b0), .CLK(CLK), .D(i_d_ff_0), .Q(o_d_ff_0));
  assign Q = {o_d_ff_3, o_d_ff_2, o_d_ff_1, o_d_ff_0};
endmodule
```
`/design/flow/run.sh`:
```
#!/bin/bash
# OpenROAD 26Q1-2900-gdf79404cd8, Yosys 0.63+post, stock flow scripts
make -C /OpenROAD-flow-scripts/flow DESIGN_CONFIG=/design/flow/config.mk WORK_HOME=/design/flow/orfs finish
```
`/design/flow/config.mk`:
```
export PLATFORM = sky130hd
export DESIGN_NAME = rejestr_przesuwajacy
export DESIGN_NICKNAME = rejestr_przesuwajacy
export VERILOG_FILES = /design/flow/design.v
export SDC_FILE = /design/flow/constraint.sdc
export NUM_CORES = 4
export LEC_CHECK = 1
export CORE_AREA = 10 10 70 70
export DIE_AREA = 0 0 80 80
```
`/design/flow/constraint.sdc`:
```
current_design rejestr_przesuwajacy

set clk_period 1.2
set clk_io_pct 0.2

create_clock -name clk0 -period $clk_period [get_ports {CLK}]

set non_clock_inputs [all_inputs -no_clocks]
set_input_delay [expr $clk_period * $clk_io_pct] -clock clk0 $non_clock_inputs
set_output_delay [expr $clk_period * $clk_io_pct] -clock clk0 [all_outputs]
```
==> results.py <==
# Generated from Yosys and OpenROAD reports
metrics = {
    "clocking": {
        "cts_buffers": 3,
        "clock_sinks": 4,
        "holdBufCountCts": 0,
        "clockBufferDepth": 2,
        "cts_tree": "built",
        "cts_root_buf": "clkbuf_4",
        "clk_pin_slew_worst_paths_ns": 0.04,
        "clk_latency_ns": 0.23,
        "htreeDepth": 1,
    },
    "power": {
        "switchingPower_mw": 0.0853,
        "power_frac_clock_pct": 42.5,
        "switching_share_pct": 21.6,
        "leakagePower_nw": 0.172,
        "pwr-share-seq_pct": 37.5,
        "comb_power_share_pct": 19.9,
        "power.internal_mw": 0.311,
        "powerDensity_nw_per_um2": 953,
        "ir_drop_mv": 0.165,
    },
    "logic_synthesis": {
        "yosysWarnings": 4,
        "synthCells": 21,
        "ys_cells": 21,
        "ys_types": 12,
        "syn_avg_cell_area_um2": 11.4,
        "top_cell_area_share_pct": 33.3,
        "syn_area_um2": 240,
        "area_leaders": "dfxtp_1, mux4_2, buf_4",
        "ys_seq_share_pct": 33.3,
        "ys_chip_area_um2": 240,
        "ys_ff": 4,
        "synth.largest_area_cell": "dfxtp_1",
    },
    "final_timing": {
        "holdWs_ns": 0.478,
        "finalWorstPathRequiredPeriod_ns": 1.13,
        "fin_skew_ns": 0.000641,
        "slew_viol_final": 0,
        "hold_viol": 0,
        "setup_viol": 0,
        "max_freq_mhz": 886,
        "layout_worst_path_cycle_share_pct": 94.1,
        "worst_pin_slew_ns": 0.228,
        "relSlewSlack_pct": 84.8,
        "rsz0062_at_grt": "false",
    },
    "setup_path": {
        "r2r_cells": 3,
        "timing.rr.start": "d_ff_1.Q$_DFF_P_",
        "required_ns": 1.32,
        "r2r-end": "d_ff_1.Q$_DFF_P_",
        "critPathCaptureType": "flop",
        "r2r_slack_ns": 0.07,
        "critical_path_class": "flop to flop",
        "cp-start-kind": "flop",
        "cp_data_arrival_time_ns": 1.25,
        "crit_fanout": 3,
    },
    "drt": {
        "ant_nets": 0,
        "firstDrtPassIters": 4,
        "diodes": 0,
        "drt_iter0_markers": 1,
        "post-route-drc-count": 0,
        "via_per_inst": 2.46,
        "num_vias": 197,
        "wirelength_um": 696,
        "wl_per_cell_um": 8.70,
    },
    "grt": {
        "antenna_found_initial": 0,
        "use_met1_pct": 2.28,
        "met2_usage_pct": 4.01,
        "grt_usage_pct": 2.23,
        "grt_pass1_vias": 247,
        "grt_pass1_wl_um": 1160,
        "grt_max_degree": 6,
        "grt_overflow": 0,
        "met3_usage_pct": 0.682,
        "busiest_layer": "met2",
    },
    "status": {
        "status": "completed",
    },
    "placed_design": {
        "gp_routability_congestion": 0.703,
        "io_buffers": 11,
    },
    "die": {
        "dieWidth_um": 80,
        "die_h_um": 80,
        "rows": 21,
        "die_area_um2": 6400,
        "floorplan.core_util_pct": 7.03,
        "pin_count": 12,
        "core_um2": 3420,
    },
    "layout": {
        "final_util_pct": 12.2,
        "syn2layout_area_growth_pct": 72.9,
        "nFillCells": 405,
        "drive_gt1_share_pct": 41.2,
    },
    "hold_path": {
        "hold_depth": 3,
        "hold_class": "input port to flop",
        "worstHoldStart": "S0",
        "hold_end": "d_ff_0.Q$_DFF_P_",
    },
    "flow_run": {
        "warnings": 25,
        "maxCapViolCount": 0,
    },
}
-- final cells by class --
type | count | area (um2) | area share [%]
inverters | 1 | 3.75 | 0.904
multi-input cells | 11 | 115 | 27.7
well taps | 46 | 57.6 | 13.9
clock buffers | 3 | 22.5 | 5.42
repair buffers | 15 | 133 | 31.9
flip-flops and latches | 4 | 83.8 | 20.2
-- power groups by stage --
stage | registers [mW] | clock network [mW] | logic, mW
after CTS | 0.149 | 0.178 | 0.0807
after global routing | 0.149 | 0.191 | 0.0875
final | 0.149 | 0.168 | 0.0790
-- per-layer routing --
| layer | wire length (um) | share of wire [%] |
|---|---|---|
| met1 | 257 | 37 |
| met2 | 377 | 54 |
| met4 | 19 | 2.7 |
| met5 | 0 | 0 |
| met3 | 41 | 5.9 |
-- repair_timing --
action                                  in CTS  in global routing
endpoints found under the setup margin       7                  0
setup buffers                                2                  0
resized                                      9                  0
-- state kept, by name (all words and copies together) (netlist names) --
| register | count |
|---|---|
| d_ff_2.Q | 1 |
| d_ff_3.Q | 1 |
| d_ff_0.Q | 1 |
| d_ff_1.Q | 1 |
-- layout by cell type (no fill, tap or decap), drive strengths merged --
cell / netlist / routed
clkdlybuf4s50: 0 / 5
dlygate4sd2: 0 / 6
a211oi: 3 / 3
clkbuf: 0 / 3
buf: 5 / 4
and2b: 1 / 1
nor2b: 2 / 2
inv: 1 / 1
dfxtp: 4 / 4
mux2i: 1 / 1
a21oi: 1 / 1
mux4: 2 / 2
nand2: 1 / 1
-- critical path: stages (launching register included) --
cell and delay [ns]:
dfxtp_2 0.31, buf_4 0.13, mux4_2 0.44, nor2b_4 0.13
-- synth_stat cells, drive strengths merged --
library cell and n:
a21oi 1, buf 5, nor2b 2, inv 1
a211oi 3, and2b 1, mux2i 1, mux4 2
dfxtp 4, nand2 1
-- through the flow --
| stage | area, um2 | setup slack (ns) | TNS (ns) | instances | total power, mW |
|---|---|---|---|---|---|
| 6_report | 415 | 0.0713 | 0 | 80 | 0.396 |
| 4_1_cts | 415 | 0.0693 | 0 | 80 | 0.408 |
| 3_5_place_dp | 382 | -0.364 | -1.08 | 75 | 0.233 |
| 3_3_place_gp | 382 | -0.352 | -1.01 | 75 | 0.231 |
| 2_1_floorplan | 240 | 0.148 | 0 | 21 | 0.191 |
| 5_1_grt | 415 | 0.0353 | 0 | 80 | 0.427 |
-- logic make-up after synthesis --
logic type,count (synthesis),share of synthesized area (%)
AND-OR/OR-AND,4,11.5
buffers and inverters,6,18.7
flip-flops,4,33.3
multiplexers,3,22.9
AND/OR/NAND/NOR,4,13.5
-- worst max path at each step --
stage,start,end,cells past startpoint
after global routing,d_ff_1.Q$_DFF_P_,d_ff_1.Q$_DFF_P_,3
after CTS,d_ff_1.Q$_DFF_P_,d_ff_2.Q$_DFF_P_,3
final,d_ff_1.Q$_DFF_P_,d_ff_1.Q$_DFF_P_,3
Power and IR drop assume default switching activity.
